[run.sh]
#!/bin/bash
# OpenROAD 26Q1-2900-gdf79404cd8, Yosys 0.63+post, stock flow scripts
make -C /OpenROAD-flow-scripts/flow DESIGN_CONFIG=/design/flow/config.mk WORK_HOME=/design/flow/orfs finish
[constraint.sdc]
current_design memory_block

set clk_period 70.2
set clk_io_pct 0.2

create_clock -name clk0 -period $clk_period [get_ports {clk}]

set non_clock_inputs [all_inputs -no_clocks]
set_input_delay [expr $clk_period * $clk_io_pct] -clock clk0 $non_clock_inputs
set_output_delay [expr $clk_period * $clk_io_pct] -clock clk0 [all_outputs]
[design.v]
interface cdb_if();
    logic [5:0] tag;
    logic valid;
    logic [31:0] data;
    logic branch;
    logic branch_taken;
    logic jalr;
    logic store_pc;
endinterface  
module memory_block #(
    parameter SIZE = 1024
)
(
    input clk,
    input [$clog2(SIZE) - 1:0] ADD,
    input we,
    input [31:0] DW,
    output [31:0] DR
);
reg [31:0] DATA_MEM [(SIZE/4) - 1:0];
assign DR = DATA_MEM[ADD[$clog2(SIZE) - 1:2]];
always_ff @( posedge clk ) begin : mem_block
    if(we) begin
		DATA_MEM[ADD[$clog2(SIZE) - 1:2]] <= DW;
	end
end
endmodule
[config.mk]
export PLATFORM = sky130hd
export DESIGN_NAME = memory_block
export DESIGN_NICKNAME = memory_block
export VERILOG_FILES = /design/flow/design.v
export SDC_FILE = /design/flow/constraint.sdc
export NUM_CORES = 4
export LEC_CHECK = 1
export CORE_UTILIZATION = 30
export SYNTH_MEMORY_MAX_BITS = 65536
==> results_slide.txt <==
Key Metrics from the Run

Floorplanning
  • # rows: 372
  • Vert. Die Dim: 1016 um
  • Core area: 1.025 sq mm
  • Core Util at FP: 0.3007
  • Die area: 1.032 sq mm
  • Die W: 1016 um
  • I/O Pins: 76

STA
  • Final TNS setup: 0 ns
  • RSZ-0062 raised after global routing: false
  • Slew @ Worst Pin: 1.260 ns
  • Tmin final: 36.78 ns
  • F_max: 0.02719 GHz
  • Finish-stage setup viols: 0
  • Fin. Hold Viols: 0
  • Worst hold slack: 13.23 ns
  • Fin. max-slew vios: 0
  • Worst slew margin: 0.1506
  • Tcrit/Tclk final: 0.5240

Global routing
  • Congestion Overflow GR: 0
  • Met2 GRT Util: 0.2531
  • Met3 usage: 0.1574
  • Most Used Layer, Global Route: met2
  • First-pass GRT wire length: 1,179,000 um
  • Largest net degree at the start of global routing: 102
  • Tot GR Track Use: 0.1726
  • Initial antenna violation count: 44
  • Grt met1 use: 0.1664
  • Vias in the first global route: 161,200

Power
  • Gate power share: 0.048
  • VDD IR max: 0.00002665 V
  • Leak Pwr: 107.1 nW
  • Net Switching: 2.163 mW
  • Clock network power share: 0.411
  • Reg power frac: 0.540
  • Pwr Density: 27.90 mW/mm^2
  • Final total power: 9.981 mW
  • Internal power: 7.818 mW
  • Switching share of power: 0.2167

Placement
  • Number of port buffers: 73
  • Detailed Place HPWL: 476,400 um
  • Dpl cell area: 0.3324 sq mm
  • Routability cong.: 0.8675

Layout
  • Filler instances: 92,320
  • Final Cell Area: 0.3577 sq mm
  • Combinational gate area: 0.06189 sq mm
  • Top cells excl fill/tap: edfxtp_1, mux4_2, a22oi_1
  • Area Growth Syn to Fin: 16.00%
  • Register area: 0.2460 sq mm
  • Post-Route Utilization: 0.3489
  • Max reg flops: 8,192
  • Dominant logic cell type in the layout: edfxtp_1
  • Ratio of cells with drive above 1 in the final layout: 0.2984

Yosys
  • Main flop type: edfxtp_1
  • Post-synth EDFFs: 8,192
  • Synth Register Bits: 8,192
  • Synthesized area per cell: 23.62 sq um
  • Syn Inst Count: 13,060
  • Share of synthesized registers carrying an async set or reset: 0
  • Post-synthesis chip area from yosys: 0.3084 sq mm
  • Post-synth cell types: 21
  • Ys Warns: 1
  • Register share after synthesis: 0.7977
  • Post-synthesis cell area: 0.3084 sq mm
  • Number of cells in Yosys stat: 13,060

Clocking
  • Post-CTS sizing: 0
  • Clk slew on worst S/H paths: 0.06 ns
  • Deepest clock path buffer count: 4
  • CTS Hold Bufs: 0
  • Num CTS Buffers: 806
  • Sink Count: 8,192
  • H-tree Lvls: 6
  • Setup Fix Bufs, Post-CTS: 0
  • CTS tree: done
  • CTS Root Cell: clkbuf_16

Flow run
  • Max-Cap Viols: 0
  • Tool warnings: 32

Route
  • Pre-antenna DRT Iters: 7
  • Post-DRT Antenna Nets: 0
  • Via density: 5.082
  • DRT Wirelength: 836,600 um
  • Via count: 144,200
  • DRC viols: 0
  • DR iter-0 viols: 9,859
  • Drt wl/cell: 29.49 um

Status
  • Status: finished, final reports clean

Critical path
  • WS Path Type: input port to output port
  • Crit path required time: 56.16 ns
  • Startpoint Class: input port
  • Critical path peak fanout: 58
  • Critical Path End Type: output port
  • Critical Path AT: 22.74 ns

Worst hold path
  • Worst Hold Class: input port to flip-flop
-- worst max-delay path, cell delays in order --
cell	delay (ns)
buf_16	0.35
buf_4	0.62
buf_4	0.59
buf_4	0.71
buf_4	0.63
buf_4	0.56
buf_4	0.59
buf_4	0.59
buf_4	0.57
mux4_2	0.57
a22oi_1	0.27
a21oi_1	0.24
o41ai_2	0.40
buf_4	0.29
nand4_1	0.79
clkdlybuf4s50_1	0.66
-- worst paths after layout --
path | slack (ns) | from | cells after the start | end
worst min-delay path | 13.23 | DW[9] | 1 | DATA_MEM[109][9]
worst max-delay path | 33.42 | ADD[2] | 16 | DR[2]
-- cell usage after synthesis (all sizes together), types with 7 or more instances --
library cell / instances / share of area
nand3: 13 / 0.00021
nor2: 232 / 0.0028
nand4: 32 / 0.00065
nand2: 28 / 0.00034
mux4: 2048 / 0.15
a21oi: 512 / 0.0083
o41ai: 128 / 0.0036
a22oi: 1024 / 0.025
nor2b: 7 / 0.00014
clkbuf: 498 / 0.0061
buf: 298 / 0.0048
edfxtp: 8192 / 0.80
nor3: 30 / 0.00049
-- per-layer routing --
layer / routed length, um / vias to the layer above / share of wire
li1: - / 58840 / -
met2: 387000 / 10300 / 0.46
met1: 239400 / 73600 / 0.29
met4: 41800 / 52 / 0.050
met3: 166000 / 1396 / 0.20
met5: 2504 / - / 0.0030
-- power groups by stage --
stage     logic [mW]  registers (mW)  clock network [mW]
6_report       0.480            5.39                4.11
4_1_cts        0.485            5.39                4.18
5_1_grt        0.512            5.39                4.36
-- final cells by class --
type / instances / area share
Sequential cell: 8192 / 0.6877
Tap cell: 13650 / 0.04775
Timing Repair Buffer: 915 / 0.02078
Clock buffer: 1014 / 0.05869
Clock inverter: 452 / 0.01149
Inverter: 1 / 0.00001049
Antenna cell: 83 / 0.0005806
Multi-Input combinational cell: 4066 / 0.1730
-- stage by stage --
stage	instances	setup WS (ns)
2_1_floorplan	13060	40.26
3_3_place_gp	26830	33.19
3_5_place_dp	26830	33.23
4_1_cts	28290	33.20
5_1_grt	28350	32.79
6_report	28370	33.42
-- cell families (layout without fill, tap and decap cells) --
logic type,count (synthesis),in the layout,synth area share
AND-OR/OR-AND,1664,1664,0.03688
buffers and inverters,797,2382,0.01090
flip-flops,8192,8192,0.7977
multiplexers,2048,2048,0.1496
other,0,83,0
AND/OR/NAND/NOR,354,354,0.004897
Power is estimated from default activity; no workload was simulated.
