### ./design.v
interface cdb_if();
    logic [5:0] tag;
    logic valid;
    logic [31:0] data;
    logic branch;
    logic branch_taken;
    logic jalr;
    logic store_pc;
endinterface  
module circular_buff #(parameter LENGTH = 128, SIZE = 4)
(
    input clk,
    input rst,
    input flush,
    input push,
    input pull,
    input [LENGTH - 1:0] data_write,
    output [LENGTH - 1:0] data_read,
    output reg full,
    output reg empty,
    output reg [$clog2(SIZE) - 1:0] write_ptr, 
    output reg [$clog2(SIZE) - 1:0] read_ptr 
);
reg [LENGTH - 1:0] BUFF_DAT [SIZE];
assign data_read = BUFF_DAT[read_ptr];
always_ff @( posedge clk, posedge rst ) begin : sequential
    if(rst) begin
	    integer i;
        read_ptr <= {$clog2(SIZE){1'b0}};  
        write_ptr <= {$clog2(SIZE){1'b0}};  
        empty <= 1'b1;
        full <= 1'b0;
        for(i=0;i<(SIZE);i=i+1)
		    BUFF_DAT[i] <= {LENGTH{1'b0}};  
    end else begin
        if(flush) begin
	        integer i;
            read_ptr <= {$clog2(SIZE){1'b0}};  
            write_ptr <= {$clog2(SIZE){1'b0}};  
            empty <= 1'b1;
            full <= 1'b0;
            for(i=0;i<(SIZE);i=i+1)
                BUFF_DAT[i] <= {LENGTH{1'b0}};  
        end else begin
            if(pull) begin
                if(!empty) begin
                    read_ptr <= read_ptr + 1'b1;
                    full <= 1'b0;
                    if((read_ptr + 1'b1) == write_ptr)
                        empty <= 1'b1;
                    else
                        empty <= 1'b0;
                end
            end
            if(push) begin
                if(!full) begin
                    BUFF_DAT[write_ptr] <= data_write;
                    write_ptr <= write_ptr + 1'b1;
                    empty <= 1'b0;
                    if((write_ptr + 1'b1) == read_ptr)
                        full <= 1'b1;
                    else
                        full <= 1'b0;
                end
            end
        end
    end
end
endmodule
### ./run.sh
#!/bin/bash
# OpenROAD 26Q1-2900-gdf79404cd8, Yosys 0.63+post, stock flow scripts
make -C /OpenROAD-flow-scripts/flow DESIGN_CONFIG=/design/flow/config.mk WORK_HOME=/design/flow/orfs finish
### ./config.mk
export PLATFORM = sky130hd
export DESIGN_NAME = circular_buff
export DESIGN_NICKNAME = circular_buff
export VERILOG_FILES = /design/flow/design.v
export SDC_FILE = /design/flow/constraint.sdc
export NUM_CORES = 4
export LEC_CHECK = 1
export CORE_UTILIZATION = 40
### ./constraint.sdc
current_design circular_buff

set clk_period 46.3
set clk_io_pct 0.2

create_clock -name clk0 -period $clk_period [get_ports {clk}]

set non_clock_inputs [all_inputs -no_clocks]
set_input_delay [expr $clk_period * $clk_io_pct] -clock clk0 $non_clock_inputs
set_output_delay [expr $clk_period * $clk_io_pct] -clock clk0 [all_outputs]
==> notes.md <==
The share of the core area taken by cells at floorplan is 40.4%. The source of the worst register-to-register timing path was write_ptr[1]. Tally of yosys warning messages: 2. The ratio of cells with drive above 1 in the final layout came out at 9.62%. Entering global routing, the biggest net connects 111 pins.

The area of placed instances is 27900 um2, and the number of max-cap violations is 0. The first-pass GRT wire length is 113 mm, and the quantity of I/O buffers inserted on ports is 266. The sum of negative setup slack was 0 ps; the logic depth of the worst register-to-register path was 6. With the data required time at the worst endpoint at 37040 ps, the depth of the worst hold-timing path is 1. With the initial antenna violation count at 4, the summed instance area of the synthesized netlist is 24900 um2.

The I/O pin count came out at 267. The most numerous logic cell after layout was nand2_1. Maximum fanout encountered on the critical timing path: 51. Once synthesis finished, the tally of register bits stood at 518. The library cells used most frequently in the layout, excluding fill and tap cells, are 770 x nand2_1, 517 x dfrtp_1, 386 x a21oi_1.

The worst hold path terminates at BUFF_DAT[1][122]. The maximum number of buffers from clock root to sink came out at 3. The logs give 28 for the count of unique library cells instantiated by Yosys and 0 for the final hold violation count. Per the post-route antenna check, the number of violating nets is 0. Counting tap cells, the placed design contains a total of 3495 instances. Per the detailed-route log, wirelength across all metal layers totals 71.5 mm. The tools report the data arrival time of the critical path as 3850 ps. After clock tree synthesis, the flow added hold-fix buffers numbering 0.

The routed length per instance was 19.9 um; the synthesized chip area reported by yosys was 24900 um2. The run gives 63300 um2 as the die footprint. The tree is rooted in a clkbuf_16.

With the number of failing setup endpoints in the final timing report at 0, the count of standard-cell rows is 91. The stage logs contain a warning count of 33. The run gives 43.4% as the relative slew slack.

In the routed design, unresolved DRC markers number 0. Layout overhead on the synthesized area: 19.2%. In the routed layout, each cell is associated on average with a via count of 5.40.

The pre-antenna-repair detailed-routing pass consisted of 10 iterations. TritonCTS reports the number of clock sinks as 518. The post-CTS clock slew at the launch and capture registers of the worst setup and hold paths works out to 60 ps. With the standby leakage power at 0.0129 uW, the number of antenna repair diodes is 0. The tools report the worst supply voltage drop on vdd as 0.0286 mV. At the pin with the least slew margin, the transition time is 849 ps.

The overall via count from detail_route came out at 19400. The run finished with clean final reports. After routing the design area is 29700 um2. The synthesized netlist handed to floorplanning was reported with a cell count of 2561. After synthesis, flip-flops and latches occupy 52.1% of the total area. The tools report the startpoint of the lowest-slack hold path as BUFF_DAT[1][122].

The via count of the first global-routing pass came out at 19900. The power per unit of standard cell area was 37.4 nW/um2. Tracing the worst setup path back leads to its startpoint at read_ptr[0].

The number of gates resized after CTS was 0. Final clock period utilization by the worst path: 28.3%. The worst setup path is captured at an output pin.

The run gives 61600 um2 for the placeable core region. Clock skew on the completed layout was measured at 17.5 ps. The tightest min-delay check is of the reg2reg type. After global routing the overflow that remains totals 0.

The run gives 56 as the number of buffers created by CTS. STA classifies the critical path startpoint as a register. The depth of the CTS H-tree is 2, and the vertical die size is 252 um. Note, the detailed placer reported a final HPWL of 39.7 mm. The fmax came out at 0.0763 GHz. The worst setup slack for register-to-register paths came out at 43030 ps. A synthesized cell averages 9.72 um2. Per the OpenROAD floorplan log, the width of the die is 252 um. The placement summary gives the final routability congestion estimate as 0.790. The kind of critical path is reg2out. The violation tally recorded at the end of detailed-routing iteration 0 is 1692. Global routing consumed, over all layers together, 23.6% of the routing resources. For the worst-skew pair, the clock arrives at the later sink with an insertion delay of 600 ps. The capture point of the worst reg-to-reg path is BUFF_DAT[1][126].

Setup repair after global routing left no endpoint under its margin. The final max-slew violation count recorded for this run is 0. TritonCTS built the clock tree.

After layout, the minimum clock period comes to 13110 ps. In this run the post-CTS setup repair buffer count came out at 0. After synthesis, the design contains 2561 cells according to Yosys.

The tools report the count of non-filler cells in the finished layout as 3593.
per-layer routing:
layer	share of wire, %	global-route usage, %
met5	0.064	0
met4	1.9	4.63
met3	9.1	7.78
met2	45	34.7
met1	44	35.6
synth_stat cells (all sizes together):
cell type	n	share of area, %
nor2	4	0.060
nand2b	2	0.050
xor2	2	0.070
mux2	128	7.6
mux2i	129	5.2
inv	133	2.0
clkbuf	62	0.93
buf	149	3.5
and3b	3	0.11
nand3b	3	0.090
dfrtp	517	52
ha	8	0.40
o21ai	1	0.020
a222oi	128	5.1
a21oi	387	7.8
nand2	770	12
xnor2	3	0.11
a32oi	1	0.035
nor2b	129	3.3
dfstp	1	0.11
nand3	1	0.020
power breakdown:
| part | switching, uW | internal, uW | leakage (uW) | total [uW] |
|---|---|---|---|---|
| registers | 16.3 | 482 | 0.00703 | 498 |
| logic | 99.2 | 82.7 | 0.00505 | 182 |
| clock network | 181 | 250 | 0.000875 | 431 |
| total | 297 | 815 | 0.0129 | 1110 |
sequential cells by signal, summed over array words and instances (netlist names):
signal,cells
BUFF_DAT,512
empty,1
full,1
read_ptr,2
write_ptr,2
stage by stage:
step | hold slack [ps] | util [%] | setup slack (ps) | power [uW]
after floorplan | 479 | - | 22570 | 612
after global placement | 488 | 45.4 | 33400 | 685
after detailed placement | 493 | 45.4 | 33320 | 688
after CTS | 508 | 48.2 | 33190 | 1120
after global routing | 521 | 48.2 | 33020 | 1160
final | 508 | 48.2 | 33190 | 1110
kinds of logic after synthesis:
group                      synth area share (%)
buffers and inverters                      6.40
AOI/OAI and AO/OA                          13.0
xor gates and xnor gates                  0.176
adders and majority gates                 0.402
and+or+nand+nor                            15.2
muxes                                      12.8
DFF                                        52.1
worst max-delay path, cell delays in order, from the launching register on:
cell and delay [ps]:
dfrtp_1 480, inv_1 240, ha_4 700, buf_4 650, a222oi_1 230, mux2i_1 360
clkdlybuf4s50_1 550
layout make-up:
class,count,area [um2]
fillers,5384,31900
flip-flops and latches,518,13000
multi-input cells,1699,10400
repair buffers,308,3010
clock buffers,85,1660
well taps,837,1050
inverters,133,507
clock inverters,13,90.1
how the worst max path moves through the flow:
| stage | to | slack [ps] | depth (start not counted) |
|---|---|---|---|
| after CTS | data_read[126] | 33190 | 6 |
| after global routing | data_read[126] | 33020 | 6 |
| final | data_read[58] | 33190 | 6 |
Power and IR drop assume default switching activity.
