[./design.v]
interface cdb_if();
    logic [5:0] tag;
    logic valid;
    logic [31:0] data;
    logic branch;
    logic branch_taken;
    logic jalr;
    logic store_pc;
endinterface  
module reg_stat_table (
    input clk,
    input rst,
    input [5:0] cdb_tag,
    input cdb_valid,
    output [4:0] rf_rd,
    output rf_we,
    input [4:0] rs1,
    output [5:0] rs1_tag,
    output rs1_tag_valid,
    input [4:0] rs2,
    output [5:0] rs2_tag,
    output rs2_tag_valid,
    input [4:0] rd,
    input [5:0] rd_tag,
    input tag_write_en
);
reg [6:0] REGISTER_STATUS [32];
reg [4:0] looked_up_rd;  
reg looked_up_rd_valid;
assign rf_rd = looked_up_rd;
assign rf_we = looked_up_rd_valid;  
assign rs1_tag = REGISTER_STATUS[rs1][5:0];
assign rs1_tag_valid = REGISTER_STATUS[rs1][6];
assign rs2_tag = REGISTER_STATUS[rs2][5:0];
assign rs2_tag_valid = REGISTER_STATUS[rs2][6];
always_comb begin : look_up_rd
    integer i;
    looked_up_rd = 5'b00000;  
    looked_up_rd_valid = 1'b0;
    for(i = 0; i < 32; i+=1)  begin
        if(REGISTER_STATUS[i] == {1'b1,cdb_tag}) begin
            looked_up_rd = i;
            looked_up_rd_valid = REGISTER_STATUS[i][6];
        end
    end 
end
always_ff @( posedge clk, posedge rst ) begin : sequential
    if(rst) begin
        integer i;
        for(i = 0; i < 32; i+=1)
            REGISTER_STATUS[i] <= 7'b0000000;  
    end else begin
        if(tag_write_en) begin
            REGISTER_STATUS[rd] <= {1'b1,rd_tag};  
        end
        if(cdb_valid == 1'b1) begin
            if(!((tag_write_en) && (rd == looked_up_rd)))
                REGISTER_STATUS[looked_up_rd] <= 7'b0000000;       
        end      
    end
end
endmodule
[./run.sh]
#!/bin/bash
# OpenROAD 26Q1-2900-gdf79404cd8, Yosys 0.63+post, stock flow scripts
make -C /OpenROAD-flow-scripts/flow DESIGN_CONFIG=/design/flow/config.mk WORK_HOME=/design/flow/orfs finish
[./config.mk]
export PLATFORM = sky130hd
export DESIGN_NAME = reg_stat_table
export DESIGN_NICKNAME = reg_stat_table
export VERILOG_FILES = /design/flow/design.v
export SDC_FILE = /design/flow/constraint.sdc
export NUM_CORES = 4
export LEC_CHECK = 1
export CORE_UTILIZATION = 50
[./constraint.sdc]
current_design reg_stat_table

set clk_period 8.6
set clk_io_pct 0.2

create_clock -name clk0 -period $clk_period [get_ports {clk}]

set non_clock_inputs [all_inputs -no_clocks]
set_input_delay [expr $clk_period * $clk_io_pct] -clock clk0 $non_clock_inputs
set_output_delay [expr $clk_period * $clk_io_pct] -clock clk0 [all_outputs]
==> run summary <==
State of the implementation.

- The topmost layer with routed signal wires is met5, for reference.
- Buffers placed on the I/O ports in this run total 50.
- The sequential fraction of the synthesis area is 36.6%, for reference.
- The number of global-route vias before repair was 15000.
- The total number of placement rows is 63, for reference.
- The flip-flop count of the largest register after layout is 224, for reference.
- The cell sequence reported for the critical path is buf_2 -> buf_4 -> xnor2_1 -> nand4_1 -> or4_1 -> a211o_1 -> a211o_1 -> o211ai_1 -> nand2_2 -> inv_2 -> clkdlybuf4s50_1.
- The relative max-transition margin is 34.5%, for reference.
- For reference, the most critical setup path is categorized as input pin to primary output.
- Of the total power, the share spent switching nets is 48.2%.
- The routed layout has 16200 vias.
- The clock sink total is 224, for reference.
- The number of DRC violations after detailed routing is 0, for reference.
- The total grt overflow is 0, for reference.
- The worst flop-to-flop path endpoint is REGISTER_STATUS[31][0]$_DFF_PP0_, for reference.
- After routing, the total negative slack on setup checks comes to 0 ns.
- Pin placement for this block handled 51 I/O pins.
- The CTS H-tree depth is 1, for reference.
- Note that the worst hold path type here is flip-flop to flip-flop.
- The wire length on met3 is 16900 µm, for reference.
- In the final layout, the share of cells above drive strength 1 is 11.1%.
- STA lists the startpoint of the worst hold path as REGISTER_STATUS[19][6]$_DFF_PP0_.
- The routed length on met2 is 31600 µm, for reference.
- For this run, the number of Yosys warnings is 2.
- The HPWL reported at the end of detailed placement is 62600 µm, for reference.
- Clock tree synthesis inserted a total of 24 buffers.
- The number of register bits inferred by synthesis is 224, for reference.
- Per the post-synthesis report, the number of cells in the design is 1592.
- The post-synth count of flops with an enable pin is 0.
- The clock transition time at the flip-flop clock pins of the worst setup and hold paths is 0.06 ns, for reference.
- Pins over their slew limit in the final report were tallied at 0.
- The clock network accounts for 22.4% of the total power.
- The most frequently used cell type in the post-synthesis netlist is dfrtp_1, for reference.
- For reference, the post-synthesis area per instance comes to 9.63 µm².
- The flow ran to the end, and the final reports show no timing, DRC or antenna violations.
- In the hold report, the worst path ends at REGISTER_STATUS[19][6]$_DFF_PP0_.
- The pin slew with the least headroom to its limit is 0.979 ns, for reference.
- The global-route usage over all layers is 59.6%, for reference.
- The met1 wire length is 31100 µm, for reference.
- Static timing analysis puts the maximum clock frequency at 145 MHz.
- STA classifies the critical path endpoint as a primary output.
- Post-route period utilization is reported as 79.9%.
- The clock latency on the worst-skew pair is 0.56 ns, for reference.
- The peak ir drop on the vdd network is 247 µV, for reference.
- The final timing report derives a shortest allowable period of 6.88 ns.
- Per the CTS log, the root buffer master is clkbuf_16.
- For this run, the chip area from Yosys synthesis comes to 15300 µm².
- The internal power summed over all cells is 2.56 mW, for reference.
- The final setup slack of the worst path is 1.72 ns, for reference.
- The count of buffers added by post-CTS timing repair for setup is 0, for reference.
- Of the post-synthesis cell area, the dominant cell type holds 36.6%.
- Before placement the cells fill 51.3% of the core.
- The area of the core region is 29900 µm², for reference.
- The required time at the worst endpoint is listed as 6.88 ns.
- The maximum cell stage delay along the critical path is 0.48 ns, for reference.
- For flop-to-flop paths, the worst setup slack is 4.65 ns.
- In this run the static leakage power is 7.12 nW.
- The combinational share of power is 28.0%, for reference.
- The number of routed nets with antenna violations is 0, for reference.
- The data arrival time of the critical path is 5.16 ns, for reference.
- The number of max-cap violations is 0, for reference.
- The final weighted congestion recorded by global placement is 1.31.
- The biggest area consumer among synthesized cells is dfrtp_1, for reference.
- In the final routed layout, each cell accounts on average for 43.2 µm.
- The worst setup slack after placement is 1.82 ns, for reference.
- The area growth from synthesis to layout is 12.4%.
- The number of buffers added to fix hold violations after cts is 0, for reference.
- After synthesis, the design contains 1592 cells according to Yosys.
- The post-detailed-route via-to-cell ratio is 7.88, for reference.
- The worst clock skew on the final layout is 0.0333 ns, for reference.
- The first detailed-routing pass ran for 13 iterations.
- The source of the worst register-to-register timing path is REGISTER_STATUS[11][1]$_DFF_PP0_, for reference.
- The dominant register cell is dfrtp_1, for reference.
- The die area is 31400 µm², for reference.
- The register containing the most flip-flops in the final layout is REGISTER_STATUS, for reference.
- Logic depth along the worst register-to-register path is recorded as 8.
- The sequential cell fraction of total power is 49.6%, for reference.
- The worst setup path is launched from an input pin.
- The longest clock path from root to sink contains 3 buffers.
- The final wirelength is 89000 µm, for reference.
- The cell with the biggest individual delay on the critical path is clkdlybuf4s50_1, for reference.
- Detailed-route iteration 0 reported a violation count of 2296.
- The gate-level netlist out of Yosys references 71 unique cell types.
- The synthesis run shows the most used standard cells to be dfrtp_1, a21oi_1, mux2i_1.
- The largest net degree at the start of global routing is 68, for reference.
- The OpenROAD warning count is 25, for reference.
- The biggest fanout along the worst timing path is 17, for reference.
- The CTS tree is built, for reference.
- The final setup violation count is 0, for reference.
- Before any placement, the netlist area is recorded as 15300 µm².
- In this run, post-CTS repair resized a total of 0 instances.
- Setup repair after global routing left no endpoint under its margin.
- In this run the power density over the cells is 287 nW/µm².
- The most numerous cell on the critical path is a211o_1, for reference.
- The width of the die is 177 µm, for reference.
- The final tally of hold violations is 0, for reference.
- The net load switching power is 2.38 mW, for reference.
- For this run, asynchronously set or reset flops after synthesis account for 100%.
- Along the worst hold path, the cell count comes to 2.
- The die is 177 µm tall.
- The number of antenna violations at the first check in global routing is 10, for reference.
- The first global-routing pass estimated 121000 µm of wire.
- Ranked by total cell area, the synthesized netlist is headed by dfrtp_1, mux2i_1, a21oi_1, xnor2_1, xor2_1.
- In the final layout, the registers with the most flip-flops are REGISTER_STATUS (224).
through the flow:
step	power, mW	utilization (%)	hold slack, ns	cell area (µm²)	instances
6_report	4.94	57.7	0.629	17200	2062
5_1_grt	4.96	57.7	0.671	17200	2059
4_1_cts	4.69	57.6	0.627	17200	2053
3_5_place_dp	3.57	54.7	0.612	16400	2009
3_3_place_gp	3.55	54.7	0.605	16400	2009
2_1_floorplan	2.60	-	0.512	15300	1592
critical path, delay by kind of cell:
family / cells / cell delay, ns
AOI/OAI and AO/OA: 3 / 0.94
xor gates and xnor gates: 1 / 0.17
buffers and inverters: 4 / 1.51
and+or+nand+nor: 3 / 0.80
cell type report:
cell class                 count  area, µm²
fill                        2432      12600
multi-input combinational   1260       9180
sequential                   224       5610
timing repair buffer         126       1040
clock buffer                  32        691
tap                          390        488
clock inverter                12        173
inverter                       9       41.3
antenna                        9       22.5
placed cells by master (no fill, tap or decap), drive strengths merged, types with 8 or more instances in the layout:
cell type and n:
a31oi 12, nor4 41, dfrtp 224, a221oi 89, xor2 94, clkdlybuf4s50 44
xnor2 101, nor3 15, nand2b 8, diode 9, nor2 143, a21oi 228
nand3 19, a22oi 38, mux2i 187, a22o 83, buf 82, nand4 63
clkbuf 32, inv 10, nand2 55, or4 12
worst max path at each step:
stage,depth (start not counted),start,endpoint
6_report,11,cdb_tag[2],rf_rd[0]
5_1_grt,11,cdb_tag[4],rf_rd[0]
4_1_cts,11,cdb_tag[2],rf_rd[0]
routing by layer:
layer,track usage (%),vias up
li1,-,6195
met2,70.2,1694
met3,44.7,499
met4,40.7,27
met5,18.3,-
met1,72.6,7830
cell families after synthesis:
logic type	Yosys count	share of synthesized area, %
buf+inv	108	4.06
simple gates	386	13.1
xor+xnor	195	11.2
flops	224	36.6
compound gates	492	22.8
mux	187	12.3
power by group through the flow:
stage | combinational (mW) | sequential, mW | clock [mW]
4_1_cts | 1.34 | 2.23 | 1.11
5_1_grt | 1.47 | 2.33 | 1.15
6_report | 1.38 | 2.45 | 1.11
No activity file was given, so power comes from the tool's default toggle rates.
